==> design/flow/design.v <==
module clk_divider #(parameter CLKDiv = 1000)(input logic int_osc, reset, output logic en);
	logic [15:0] counter;
	always_ff @(posedge int_osc)
		if (~reset) begin
			counter <= 0;
			en <= 0;
		    end
		else if (counter == CLKDiv) begin  
			counter <= 0;
			en <= 1;
			end
 		else begin
			counter <= counter + 1;
			en <= 0;
			end
endmodule
==> design/flow/run.sh <==
#!/bin/bash
# OpenROAD 26Q1-2900-gdf79404cd8, Yosys 0.63+post, stock flow scripts
make -C /OpenROAD-flow-scripts/flow DESIGN_CONFIG=/design/flow/config.mk WORK_HOME=/design/flow/orfs finish
==> design/flow/config.mk <==
export PLATFORM = sky130hd
export DESIGN_NAME = clk_divider
export DESIGN_NICKNAME = clk_divider
export VERILOG_FILES = /design/flow/design.v
export SDC_FILE = /design/flow/constraint.sdc
export NUM_CORES = 4
export LEC_CHECK = 1
export CORE_AREA = 10 10 79 79
export DIE_AREA = 0 0 89 89
==> design/flow/constraint.sdc <==
current_design clk_divider

set clk_period 1.9
set clk_io_pct 0.2

create_clock -name clk0 -period $clk_period [get_ports {int_osc}]

set non_clock_inputs [all_inputs -no_clocks]
set_input_delay [expr $clk_period * $clk_io_pct] -clock clk0 $non_clock_inputs
set_output_delay [expr $clk_period * $clk_io_pct] -clock clk0 [all_outputs]
==> qor.txt <==
H-tree depth: 1
Initial core utilization: 16.4%
Rows: 25
Fin crit period: 1.82 ns
Slew headroom: 78.6%
Critical Path Start Type: register
Reg clk slew, reported paths: 0.06 ns
Initial antenna violation count: 0
Cts hold-fix bufs: 0
Worst reg2reg setup slack: 0.08 ns
Count of library flops with an enable pin: 0
Max clock buf depth: 2
Proportion of layout cells with a drive suffix above 1: 12.8%
Launch point of the worst path: counter[11]$_SDFF_PP0_
Total congestion overflow: 0
FF-to-FF End: counter[1]$_SDFF_PP0_
Placer Congestion: 0.817
Number of synthesized register bits: 17
Global-route wire length before repair: 2.37 mm
Core Area: 0.00466 mm2
Async S/R FF share, synth: 0%
Final instance area: 927 um2
HPWL after DPL: 940 um
Worst vdd ir: 404 uV
Critical Path Sink: counter[1]$_SDFF_PP0_
CP peak stage delay: 0.60 ns
Detail Route Antenna Nets: 0
Cells after Synth: 84
Drt initial violations: 14
Worst r2r path cells: 3
Avg Synthesized Cell Area: 9.09 um2
Pwr per Cell Area: 710 mW/mm2
Latency at later pin: 0.25 ns
Setup Crit Path Kind: reg -> reg
Switching share of power: 20.0%
DRT Wirelength: 1.33 mm
Placed Instances: 144
CTS tree: done
M1 GR Usage: 4.97%
Finished Layout Cells: 148
DP Area: 873 um2
Register area share after synthesis: 44.6%
Netlist cell types: 21
YS chip area: 763 um2
Crit path arrival time: 1.96 ns
Top delay family on crit path: simple AND/OR/NAND/NOR gates
Setup ws final: 0.0831 ns
Root Buffer Master: clkbuf_8
Outcome: finished, final reports clean
Synth Cell Area: 763 um2
CP Max Fanout: 5
Top cells by area: dfxtp_1 45%, xnor2_1 14%, nor2_1 8.4%, ha_1 3.3%, nand3_1 3.3%
Core Util, Final: 19.9%
Actual slew at the worst max-slew pin: 0.318 ns
Crit path DRT: 2.04 ns
Synth top area share: 44.6%
Peak Freq: 0.550 GHz
Most Crowded Layer GR: met2
Sequential share of power: 55.6%
Final hold viol count: 0
Final period utilization: 95.6%
Final Skew: 0.00241 ns
WP depth: 3
CP bufs+invs: 0
RSZ-0062 raised after global routing: false
Diodes inserted: 0
# clock sinks: 17
Setup-failing EPs final: 0
Synth area leader: dfxtp_1
Number of global-route vias before repair: 552
Dpl ws: 0.0316 ns
Final max-slew violation count: 0
Ys cells: 84
Total CTS buffers: 3
Main flop type: dfxtp_1
Ys Warns: 1
Max cap viols: 0
DR WL/cell: 8.97 um
Cells along the critical path: or4bb_1, or4_4, and3_2
Buffers on Ports: 2
Vias/cell: 3.81
Clock power frac: 39.5%
Chip area: 0.00792 mm2
Die width: 89 um
Critical path's slowest cell: or4_4
GRT Resource Usage Total: 3.62%
Min-delay worst type: reg -> reg
DR vias: 564
Met3 usage: 1.29%
Initial DRT Pass Iterations: 4
Crit. End Element: register
Internal: 527 uW
Worst r2r src: counter[11]$_SDFF_PP0_
Top cells by count, synth: 17 x dfxtp_1, 17 x nor2_1, 12 x xnor2_1
Comb pwr share: 5.0%
Layout area overhead: 21.5%
# IOs: 3
Die Height: 89 um
Sw Pwr: 132 uW
Leak pwr: 0.000294 uW
Largest net degree at the start of global routing: 16
M2 GR Usage: 5.45%
Count of tool warnings: 26
Setup TNS: 0 ns
Number of remaining DRC errors: 0
-- layout make-up --
| type | count | area [um2] |
|---|---|---|
| Clock buffer | 4 | 45.0 |
| Fill cell | 497 | 3730 |
| Tap cell | 54 | 67.6 |
| Sequential cell | 17 | 340 |
| Multi-Input combinational cell | 60 | 394 |
| Timing Repair Buffer | 7 | 57.6 |
| Inverter | 6 | 22.5 |
-- flip-flops by register name, indices dropped and copies added (netlist names) --
| register | cells |
|---|---|
| counter | 16 |
| en | 1 |
-- power groups by stage --
stage     sequential, uW  combinational (uW)  clock, uW
5_1_grt              366                36.9        284
4_1_cts              366                30.9        270
6_report             366                32.7        260
-- cells in the final DEF (no fill, tap or decap) --
cell and n:
a21oi_1 1, and3_2 1, buf_4 5, clkbuf_1 1, clkbuf_8 3, clkdlybuf4s50_1 2
dfxtp_1 17, ha_1 2, inv_1 6, nand2_1 3, nand2_8 1, nand3_1 5
nand4_1 3, nor2_1 17, nor3_1 3, nor4_1 4, o31ai_1 1, or2_2 1
or4_1 1, or4_4 1, or4b_1 2, or4bb_1 1, xnor2_1 12, xor2_1 1
-- metrics by stage --
stage / power, uW / hold WS, ns
5_1_grt: 687 / 0.504
6_report: 659 / 0.484
4_1_cts: 667 / 0.485
2_1_floorplan: 394 / 0.441
3_5_place_dp: 404 / 0.478
3_3_place_gp: 404 / 0.476
-- metal layers --
metal	vias up	part of all wire [%]
met5	-	0
met4	0	1.9
met3	2	3.9
met2	4	40
met1	255	54
li1	303	-
-- worst register-to-register path, cell delays in order (launching register included) --
cell and delay, ns:
dfxtp_1 0.35, or4bb_1 0.53, or4_4 0.60, and3_2 0.24
-- worst min path at each step --
stage / start / endpoint / slack (ns) / cells after the start
6_report: counter[15]$_SDFF_PP0_ / counter[15]$_SDFF_PP0_ / 0.48 / 2
5_1_grt: counter[15]$_SDFF_PP0_ / counter[15]$_SDFF_PP0_ / 0.50 / 2
4_1_cts: counter[15]$_SDFF_PP0_ / counter[15]$_SDFF_PP0_ / 0.48 / 2
-- logic make-up after synthesis --
family / Yosys count / synth area share, %
buf+inv: 7 / 4.92
xor+xnor: 13 / 14.9
compound gates: 2 / 1.64
fa+ha+maj: 2 / 3.28
simple gates: 43 / 30.7
flops: 17 / 44.6
-- timing repair --
item | in CTS | in global routing
gates resized | 0 | 1
endpoints found under the setup margin | 0 | 15
buffers inserted | 0 | 0
Power and IR drop assume default switching activity.
